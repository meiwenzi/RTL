<file path="/design/flow/run.sh">
#!/bin/bash
# OpenROAD 26Q1-2900-gdf79404cd8, Yosys 0.63+post, stock flow scripts
make -C /OpenROAD-flow-scripts/flow DESIGN_CONFIG=/design/flow/config.mk WORK_HOME=/design/flow/orfs finish
</file>
<file path="/design/flow/config.mk">
export PLATFORM = sky130hd
export DESIGN_NAME = uart
export DESIGN_NICKNAME = uart
export VERILOG_FILES = /design/flow/design.v
export SDC_FILE = /design/flow/constraint.sdc
export NUM_CORES = 4
export LEC_CHECK = 1
export CORE_UTILIZATION = 30
</file>
<file path="/design/flow/constraint.sdc">
current_design uart

set clk_period 2.3
set clk_io_pct 0.2

create_clock -name clk0 -period $clk_period [get_ports {clk}]

set non_clock_inputs [all_inputs -no_clocks]
set_input_delay [expr $clk_period * $clk_io_pct] -clock clk0 $non_clock_inputs
set_output_delay [expr $clk_period * $clk_io_pct] -clock clk0 [all_outputs]
</file>
<file path="/design/flow/design.v">
`timescale 1ns/100ps
module uart_tx (clk,rst,tx_data,tx_data_valid,tx_data_ack,txd);
output txd;
input clk, rst;
input [7:0] tx_data;
input tx_data_valid;
output tx_data_ack;
parameter BAUD_DIVISOR = 868;
reg [15:0] sample_cntr;
reg [10:0] tx_shift;
reg sample_now;
reg tx_data_ack;
assign txd = tx_shift[0];
always @(posedge clk) begin
	if (rst) begin
		sample_cntr <= 0;
		sample_now <= 1'b0;
	end
	else if (sample_cntr == (BAUD_DIVISOR-1)) begin
		sample_cntr <= 0;
		sample_now <= 1'b1;
	end
	else begin
		sample_now <= 1'b0;
		sample_cntr <= sample_cntr + 1'b1;
	end
end
reg ready;
always @(posedge clk) begin
	if (rst) begin
		tx_shift <= {11'b00000000001};
		ready <= 1'b1;
	end
	else begin		
		if (!ready & sample_now) begin
			tx_shift <= {1'b0,tx_shift[10:1]};
			tx_data_ack <= 1'b0;
			ready <= ~|tx_shift[10:1];
		end		
		else if (ready & tx_data_valid) begin
			tx_shift[10:1] <= {1'b1,tx_data,1'b0};
			tx_data_ack <= 1'b1;
			ready <= 1'b0;		
		end
		else begin
			tx_data_ack <= 1'b0;
			ready <= ~|tx_shift[10:1];
		end
	end		
end
endmodule
module uart_rx (clk,rst,rx_data,rx_data_fresh,rxd);
input clk, rst, rxd;
output [7:0] rx_data;
output rx_data_fresh;
parameter BAUD_DIVISOR = 868;
reg [15:0] sample_cntr;
reg [7:0] rx_shift;
reg sample_now;
reg [7:0] rx_data;
reg rx_data_fresh;
reg last_rxd;
always @(posedge clk) begin
	last_rxd <= rxd;
end
wire slew = rxd ^ last_rxd;
always @(posedge clk) begin
	if (rst) begin
		sample_cntr <= 0;
		sample_now <= 1'b0;
	end
	else if (sample_cntr == (BAUD_DIVISOR-1) || slew) begin
		sample_cntr <= 0;
	end
	else if (sample_cntr == (BAUD_DIVISOR/2)) begin
		sample_now <= 1'b1;
		sample_cntr <= sample_cntr + 1'b1;
	end
	else begin
		sample_now <= 1'b0;
		sample_cntr <= sample_cntr + 1'b1;
	end
end
reg [1:0] state;
reg [3:0] held_bits;
parameter WAITING = 2'b00, READING = 2'b01, STOP = 2'b10, RECOVER = 2'b11;
always @(posedge clk) begin
	if (rst) begin
		state <= WAITING;
		held_bits <= 0;
		rx_shift <= 0;
		rx_data_fresh <= 1'b0;
		rx_data <= 0;
	end
	else begin
		rx_data_fresh <= 1'b0;
		case (state) 
			WAITING : begin
				if (!slew & sample_now && !last_rxd) begin
					state <= READING;
					held_bits <= 0;
				end
			end
			READING : begin
				if (sample_now) begin
					rx_shift <= {last_rxd,rx_shift[7:1]};
					held_bits <= held_bits + 1'b1;
					if (held_bits == 4'h7) state <= STOP;
				end
			end
			STOP : begin
				if (sample_now) begin
					if (last_rxd) begin
						rx_data <= rx_shift;
						rx_data_fresh <= 1'b1;
						state <= WAITING;
					end
					else begin
						state <= RECOVER;
					end
				end					
			end
			RECOVER : begin
				if (sample_now) begin
					if (last_rxd) state <= WAITING;
				end				
			end
		endcase
	end
end
endmodule
module uart (clk,rst,
			tx_data,tx_data_valid,tx_data_ack,txd,
			rx_data,rx_data_fresh,rxd);
parameter CLK_HZ = 50_000_000;
parameter BAUD = 115200;
parameter BAUD_DIVISOR = CLK_HZ / BAUD;
initial begin
	if (BAUD_DIVISOR > 16'hffff) begin
		$display ("Error - Increase the size of the sample counters");
		$stop();
	end
end
output txd;
input clk, rst, rxd;
input [7:0] tx_data;
input tx_data_valid;
output tx_data_ack;
output [7:0] rx_data;
output rx_data_fresh;
uart_tx utx (
	.clk(clk),.rst(rst),
	.tx_data(tx_data),
	.tx_data_valid(tx_data_valid),
	.tx_data_ack(tx_data_ack),
	.txd(txd));
defparam utx .BAUD_DIVISOR = BAUD_DIVISOR;
uart_rx urx (
	.clk(clk),.rst(rst),
	.rx_data(rx_data),
	.rx_data_fresh(rx_data_fresh),
	.rxd(rxd));
defparam urx .BAUD_DIVISOR = BAUD_DIVISOR;
endmodule
</file>
==> Slide: Implementation Results <==
Run Summary

Worst hold path
  – Min-delay src: urx.rx_data[0]
  – Worst Hold Class: reg2reg
  – Hold path cells: 2

Yosys
  – Post-synth seq share: 48.18%
  – Flops after synth: 73
  – Cell Type Count: 42
  – Synth async-reset ratio: 0%
  – Synth Warn #: 3
  – Synth area leaders: dfxtp_1 (47%), xnor2_1 (7.2%), nand2_1 (6.8%)
  – Yosys cell count: 347
  – Commonest flop: dfxtp_1
  – Post-Syn Area: 3054 sq um
  – YS chip area: 3054 sq um
  – Post-Syn Area per Cell: 8.802 sq um
  – Area share, top type: 47.19%
  – Post-synth EDFFs: 1
  – Synth area leader: dfxtp_1
  – Cells after synthesis: 347

Setup path
  – Worst path max stage delay: 0.44 ns
  – Worst setup SP type: flip-flop
  – Slowest-stage cell, CP: nand2_1
  – CP Capture Type: flip-flop
  – Cell depth of the worst flop-to-flop path: 5
  – RR Startpoint: utx.sample_cntr[0]
  – Worst setup path start: utx.sample_cntr[0]
  – Required time worst endpoint: 2.51 ns
  – Stages on worst setup path: 5
  – Crit-path cells: ha_1 > nor4b_1 > nand4_1 > nand2_1 > nor2_1
  – CP Class: reg2reg
  – CP Max Fanout: 16
  – Family with the most delay on the worst path: simple AND/OR/NAND/NOR gates
  – Worst EP arrival: 1.86 ns
  – Crit path buffers/inverters: 0

Detailed routing
  – Drt total wl: 5362 um
  – Avg WL per Cell: 10.53 um
  – Ant diodes: 0
  – Initial DRC Count: 114
  – Vias per cell: 4.607
  – DRC violations left: 0
  – Detail Route Antenna Nets: 0
  – Pre-antenna DRT Iters: 4
  – Total number of vias: 2345

Timing
  – Period utilization: 71.82%
  – Final setup fails: 0
  – Fin Clk Skew: 0.007723 ns
  – Slew HR: 62.71%
  – Worst-margin pin slew: 0.5573 ns
  – RSZ-0062 raised after global routing: false
  – Maximum clock rate: 605.3 MHz
  – Endpoints failing hold: 0
  – Min Tclk post-route: 1.652 ns
  – Final setup TNS: 0 ns
  – Fin. max-slew vios: 0

Die
  – Core Area: 9819 sq um
  – # rows: 36
  – Die Ht: 102.9 um
  – Ports: 23
  – Die Span X: 102.9 um
  – Die area: 10590 sq um
  – Floorplan utilization: 31.10%

Global routing
  – Largest net degree at the start of global routing: 38
  – Initial antenna violation count: 0
  – Number of global-route vias before repair: 2076
  – GRT overflow: 0
  – First-pass GRT wire length: 9384 um
  – Overall Global Routing Usage: 10.98%

Cells and area
  – Final Non-Filler Cells: 509
  – Dominant logic cell types in the final layout: dfxtp_1 (72), nand2_1 (55), nor2_1 (48)
  – Area Growth Syn to Fin: 18.60%
  – Layout cells sized above 1: 7.713%
  – Most used logic cell in the final layout: dfxtp_1
  – Filler cells: 998

Pwr
  – Pwr Density: 675.7 nW/um^2
  – Leakage: 1.162 nW
  – Combinational share of power: 4.2%
  – Sequential share of power: 53.4%
  – Net Sw Frac: 22.25%
  – Peak supply drop: 0.0002823 V
  – Internal Dissipation: 1.903 mW
  – Clk pwr share: 42.4%
  – Psw: 0.5445 mW

Clock network
  – Root buffer cell: clkbuf_8
  – CTS sink cnt: 73
  – Clock transition at path regs: 0.08 ns
  – Post-CTS Repair Setup Buffers: 0
  – TritonCTS buffer count: 9
  – CTS Buffer Depth: 2
  – Post-CTS sizing: 0
  – Clk latency late pin: 0.34 ns
  – Cts hold-fix bufs: 0
  – CTS tree: done
  – H-tree depth: 3

Job
  – Log Warnings: 27
  – Max Cap Viol: 0

Place
  – Placed wire-length estimate: 3676 um
  – Inst Count DP: 493
  – Gpl congestion: 0.7739
  – PortBufs: 22

Outcome
  – Status: complete, no violations
[metrics by stage]
| step | area, sq um | utilization [%] | total power [mW] | setup WS, ns | hold slack [ns] |
|---|---|---|---|---|---|
| after floorplan | 3054 | - | 1.400 | 0.9334 | 0.4168 |
| after global placement | 3408 | 34.71 | 1.441 | 0.3399 | 0.4422 |
| after detailed placement | 3408 | 34.71 | 1.442 | 0.3262 | 0.4464 |
| after CTS | 3622 | 36.89 | 2.492 | 0.6437 | 0.4567 |
| after global routing | 3622 | 36.89 | 2.565 | 0.4031 | 0.4783 |
| final | 3622 | 36.89 | 2.447 | 0.6480 | 0.4552 |
[flip-flops by register name, indices dropped and copies added, names as in the netlist, 4 cells and up]
register / flops
urx.sample_cntr: 16
utx.sample_cntr: 16
utx.tx_shift: 11
urx.rx_data: 8
urx.rx_shift: 8
urx.held_bits: 4
urx.state: 4
[power groups by stage]
stage	Combinational [mW]	Clock, mW	Sequential, mW
after CTS	0.105	1.08	1.31
after global routing	0.115	1.14	1.31
final	0.103	1.04	1.31
[Yosys cell counts, types with 4 or more instances]
library cell,count
a21oi_1,30
a22oi_1,9
and2_1,4
clkbuf_1,7
dfxtp_1,72
ha_1,5
inv_1,7
nand2_1,55
nand3_1,13
nand4_1,5
nor2_1,48
nor3_1,10
nor4_1,8
xnor2_1,25
[metal layers]
| metal | routed length (um) | vias to the layer above | track usage [%] |
|---|---|---|---|
| li1 | - | 1243 | - |
| met1 | 2808 | 1055 | 16.65 |
| met2 | 2271 | 38 | 17.03 |
| met3 | 200 | 9 | 1.999 |
| met4 | 83 | 0 | 1.733 |
| met5 | 0 | - | 0 |
[kinds of logic after synthesis]
kind of cell	Yosys count	share of synthesized area, %
buffers and inverters	19	2.663
AND/OR/NAND/NOR	167	27.65
adder cells (fa/ha/maj)	5	2.048
XOR/XNOR	28	8.030
flip-flops	73	48.18
multiplexers	3	0.9832
AND-OR/OR-AND	52	10.45
[worst min-delay path: cells and delay by family (launching register included)]
kind | cells | cell delay [ns]
AND/OR/NAND/NOR | 1 | 0.05
flip-flops | 1 | 0.31
AND-OR/OR-AND | 1 | 0.05
[path summary, 6_finish.rpt]
check / to / slack, ns
worst max register to register: utx.sample_cntr[15] / 0.65
worst min-delay path: urx.rx_data[0] / 0.46
worst min register to register: urx.rx_data[0] / 0.46
worst max-delay path: utx.sample_cntr[15] / 0.65
[final cells by class]
cell class              count  area (sq um)  share of cell area, %
multi-input cells         255          1501                  41.45
flip-flops and latches     73          1471                  40.62
clock buffers              11         151.4                  4.180
well taps                 133         166.4                  4.594
inverters                   7         26.28                 0.7254
clock inverters             5         62.56                  1.727
repair buffers             25         242.7                  6.701
Power figures rest on the tool's default switching activity, not on a simulated workload.
